[design/flow/design.v]
`timescale 1ns / 1ps
module ADD(
    input X,
    input Y,
    input CARRY_IN,
    output CARRY_GENERATOR,
    output CARRY_PROPAGATOR,
    output SUM
    );
    assign SUM = X ^ Y ^ CARRY_IN;
    assign CARRY_GENERATOR  = X & Y;
    assign CARRY_PROPAGATOR = X | Y;
endmodule
module CLA_2 (
    input [1:0] X,
    input [1:0] Y,
    input CARRY_IN,
    output G_OUT,
    output P_OUT,
    output [1:0] SUM
);
wire [1:0] G, P; 
wire CARRY_OUT; 
ADD a0 (X[0], Y[0], CARRY_IN,  G[0], P[0], SUM[0]); 
ADD a1 (X[1], Y[1], CARRY_OUT, G[1], P[1], SUM[1]); 
GP GP0 (G, P, CARRY_IN, G_OUT, P_OUT, CARRY_OUT);
endmodule
`timescale 1ns / 1ps
module CLA_4(
    input [3:0] X,
    input [3:0] Y,
    input CARRY_IN,
    output G_OUT,
    output P_OUT,
    output [3:0] SUM
); 
wire [1:0] G, P; 
wire CARRY_OUT; 
CLA_2 a0 (X[1:0], Y[1:0], CARRY_IN, G[0], P[0], SUM[1:0]); 
CLA_2 a1 (X[3:2], Y[3:2], CARRY_OUT, G[1], P[1], SUM[3:2]); 
GP GP0 (G, P, CARRY_IN, G_OUT, P_OUT, CARRY_OUT); 
endmodule
`timescale 1ns / 1ps
module CLA_64(
    input [63:0] X,
    input [63:0] Y,
    input CARRY_IN,
    output G_OUT,
    output P_OUT,
    output [63:0] SUM
); 
wire [1:0] G, P; 
wire CARRY_OUT; 
CLA_4 a0 (X[31:0], Y[31:0], CARRY_IN, G[0], P[0], SUM[31:0]); 
CLA_4 a1 (X[63:32], Y[63:32], CARRY_OUT, G[1], P[1], SUM[63:32]); 
GP GP0 (G, P, CARRY_IN, G_OUT, P_OUT, CARRY_OUT); 
endmodule
module GP (
    input [1:0] G,
    input [1:0] P,
    input CARRY_IN,
    output G_OUT,
    output P_OUT,
    output CARRY_OUT
    ); 
    assign G_OUT = G[1] | P[1] & G[0]; 
    assign P_OUT = P[1] & P[0]; 
    assign CARRY_OUT = G[0] | P[0] & CARRY_IN; 
endmodule
[design/flow/run.sh]
#!/bin/bash
# OpenROAD 26Q1-2900-gdf79404cd8, Yosys 0.63+post, stock flow scripts
make -C /OpenROAD-flow-scripts/flow DESIGN_CONFIG=/design/flow/config.mk WORK_HOME=/design/flow/orfs finish
[design/flow/config.mk]
export PLATFORM = sky130hd
export DESIGN_NAME = CLA_64
export DESIGN_NICKNAME = CLA_64
export VERILOG_FILES = /design/flow/design.v
export SDC_FILE = /design/flow/constraint.sdc
export NUM_CORES = 4
export LEC_CHECK = 1
export CORE_AREA = 10 10 84 84
export DIE_AREA = 0 0 94 94
[design/flow/constraint.sdc]
current_design CLA_64

set clk_period 1.8
set clk_io_pct 0.2

create_clock -name clk0 -period $clk_period

set non_clock_inputs [all_inputs -no_clocks]
set_input_delay [expr $clk_period * $clk_io_pct] -clock clk0 $non_clock_inputs
set_output_delay [expr $clk_period * $clk_io_pct] -clock clk0 [all_outputs]
==> summary.txt <==
run results: # hold bufs at CTS=0, Synth Seq Share=0, DRT antenna net count=0, drt pass-1 iters=2, area fraction in compound gates=0.05450, Yosys Chip Area=987.2 um^2, maximum number of pins on one net before global-route repair=4, final wirelength=2205 um, hpwl dp=2035 um, MUX area fraction=0, post-layout util=0.2707, Lkg Pwr=0.7551 nW, CP Capture Type=output pin, Synth Area per Inst=around 7.7 um^2, XOR/XNOR Fraction of Synth Area=0.03549, Worst path slowest cell=fa_2, Syn Inst Count=about 130, GPL Wtd Cong=0.7356, peak supply drop=~0.07 mV, violations in the final reports=negative setup slack, setup ws final=-460.5 ps, first-pass GRT wire length=3408 um, maxcap violations=0, Max Freq=roughly 440 MHz, CP Class=input pin to output pin, register area=0 um^2, worst path required time=around 1400 ps, status=complete, but fails checks, tool warnings=159, Ports=195, clock buffer count=0, Die Y=roughly 94 um, DRC=0, drt via density=2.850, Final Power=between 0.0002 and 0.0003 W, slowest stage delay, CP=approximately 510 ps, Pwr Density=204.9 mW/mm^2, Core ar.=approximately 0.0052 mm^2, crit path DAT=around 1900 ps, Syn Std Cell Area=987.2 um^2, final setup violation count=8, Die ar.=0.008836 mm^2, Unique cell types=19, yosys warns=6, layout cells sized above 1=0.5000, initial drt markers=7, RSZ-0062 raised after global routing=true, fill cell count=559, Area Growth Syn to Fin=42.71%, Std-Cell Rows=26, Slew Viols, Final=0, IO Port Bufs=27, via count=684, comb area leader=buffers and inverters, antenna violations before repair=0, Tmin final=2260 ps, ys cells=129, fin crit share=1.256, Initial Utilization=0.1897, Inserted Diodes=0, GR Overflow Total=0, GRT Resource Usage Total=0.04521, cells along the critical path=buf_8 -> ha_4 -> nor2b_4 -> o21ai_2 -> nand3_2 -> buf_6 -> a21bo_4 -> fa_2 -> buf_2, Synth Area in Adders=0.2839, Avg WL per Cell=about 9 um, flop count=0, logic area=around 840 um^2, final count of hold timing violations=0, CP max FO=2, DIE WIDTH=94 um, vias in the first global route=827, worst hold path type=input pin to output pin, crit start category=input pin, Worst Hold Slack=1115 ps, simple-gate share of the synthesized area=0.05577
==> cell families after synthesis <==
kind of cell,after synthesis
AND-OR/OR-AND,7
AND/OR/NAND/NOR,12
buffers and inverters,85
XOR/XNOR,4
other,1
adder cells (fa/ha/maj),20
==> metal layers <==
layer | up-vias | track usage | part of all wire
li1 | 346 | - | -
met1 | 293 | 0.05518 | 0.44
met2 | 45 | 0.07834 | 0.46
met3 | 0 | 0.01696 | 0.098
met4 | 0 | 0 | 0
met5 | - | 0 | 0
==> placed cells by master (no fill, tap or decap) <==
cell type	n
a21oi_4	1
inv_1	7
clkdlybuf4s15_2	1
a221o_1	1
xor2_1	3
buf_8	1
nor3_4	1
ha_1	5
buf_6	10
buf_2	12
dlygate4sd2_1	6
clkdlybuf4s15_1	1
conb_1	56
a21bo_4	1
xnor2_2	1
nand2_2	1
nand2_1	2
nor2_1	3
clkbuf_2	1
o21bai_1	1
a21oi_2	1
nor2_2	1
buf_4	18
nor2b_4	2
ha_4	8
nor4_4	1
nand3_2	1
ha_2	3
o21bai_2	1
inv_4	2
o21ai_2	1
inv_2	12
fa_2	4
==> area by class of cell <==
cell class | count | area share
multi-input combinational | 99 | 0.5933
timing repair buffer | 50 | 0.2851
tap | 70 | 0.06217
inverter | 21 | 0.05950
==> critical path, delay by kind of cell <==
kind / cells / cell delay (ps)
AOI/OAI and AO/OA: 2 / 340
adders and majority gates: 2 / 660
buffers and inverters: 3 / 320
and+or+nand+nor: 2 / 230
==> cells in the mapped netlist (2+ instances only) <==
cell type  count  share of area
ha_1          16           0.20
nor2_1         4          0.015
inv_1         21          0.080
xor2_1         3          0.027
buf_4         64           0.49
o21bai_1       2          0.015
fa_1           4          0.081
nor2b_1        2          0.013
nand2_1        3          0.011
==> final timing paths <==
check,slack (ps),endpoint,depth (start not counted),startpoint
worst max-delay path,-460,SUM[34],9,Y[0]
worst min-delay path,1110,SUM[32],3,Y[32]
==> timing repair <==
item                                    in CTS  in global routing
pin swaps                                   25                 12
endpoints found under the setup margin      10                 10
gates resized                              117                 14
buffers inserted                             7                  1
==> metrics by stage <==
step | instance area (um^2) | TNS, ps | setup slack (ps) | instances
floorplan | 1250 | -588.7 | -249.5 | 184
global placement | 1247 | -10250 | -1216 | 233
detailed placement | 1247 | -10350 | -1239 | 233
CTS | 1355 | -2672 | -526.5 | 240
global route | 1409 | -2878 | -547.1 | 240
finish | 1409 | -2209 | -460.5 | 240
==> power by group <==
group	leakage, nW	internal, W	switching (W)	total, W
sequential	0	0	0	0
combinational	0.755	0.000175	0.000114	0.000289
clock	0	0	0	0
total	0.755	0.000175	0.000114	0.000289
Power is estimated from default activity; no workload was simulated.
