**flow/config.mk**
```make
export PLATFORM = sky130hd
export DESIGN_NAME = CLA32
export DESIGN_NICKNAME = CLA32
export VERILOG_FILES = /design/flow/design.v
export SDC_FILE = /design/flow/constraint.sdc
export NUM_CORES = 4
export LEC_CHECK = 1
export CORE_AREA = 10 10 90 90
export DIE_AREA = 0 0 100 100
```
**flow/constraint.sdc**
```tcl
current_design CLA32

set clk_period 9.2
set clk_io_pct 0.2

create_clock -name clk0 -period $clk_period

set non_clock_inputs [all_inputs -no_clocks]
set_input_delay [expr $clk_period * $clk_io_pct] -clock clk0 $non_clock_inputs
set_output_delay [expr $clk_period * $clk_io_pct] -clock clk0 [all_outputs]
```
**flow/design.v**
```verilog
`timescale 1ns / 1ps
module ADD(
    input X,
    input Y,
    input CARRY_IN,
    output CARRY_GENERATOR,
    output CARRY_PROPAGATOR,
    output SUM
    );
    assign SUM = X ^ Y ^ CARRY_IN;
    assign CARRY_GENERATOR  = X & Y;
    assign CARRY_PROPAGATOR = X | Y;
endmodule
`timescale 1ns / 1ps
module CLA32(
    input [31:0] X,
    input [31:0] Y,
    input CARRY_IN,
    output [31:0] SUM
    );
    wire G_OUT, P_OUT;
    CLA_32 cla (X, Y, CARRY_IN, G_OUT, P_OUT, SUM); 
endmodule
`timescale 1ns / 1ps
module CLA_16(
    input [15:0] X,
    input [15:0] Y,
    input CARRY_IN,
    output G_OUT,
    output P_OUT,
    output [15:0] SUM
); 
wire [1:0] G, P; 
wire CARRY_OUT; 
CLA_8 a0 (X[7:0], Y[7:0], CARRY_IN, G[0], P[0], SUM[7:0]); 
CLA_8 a1 (X[15:8], Y[15:8], CARRY_OUT, G[1], P[1], SUM[15:8]); 
GP GP0 (G, P, CARRY_IN, G_OUT, P_OUT, CARRY_OUT); 
endmodule
module CLA_2 (
    input [1:0] X,
    input [1:0] Y,
    input CARRY_IN,
    output G_OUT,
    output P_OUT,
    output [1:0] SUM
);
wire [1:0] G, P; 
wire CARRY_OUT; 
ADD a0 (X[0], Y[0], CARRY_IN,  G[0], P[0], SUM[0]); 
ADD a1 (X[1], Y[1], CARRY_OUT, G[1], P[1], SUM[1]); 
GP GP0 (G, P, CARRY_IN, G_OUT, P_OUT, CARRY_OUT);
endmodule
`timescale 1ns / 1ps
module CLA_32(
    input [31:0] X,
    input [31:0] Y,
    input CARRY_IN,
    output G_OUT,
    output P_OUT,
    output [31:0] SUM
); 
wire [1:0] G, P; 
wire CARRY_OUT; 
CLA_16 a0 (X[15:0], Y[15:0], CARRY_IN, G[0], P[0], SUM[15:0]); 
CLA_16 a1 (X[31:16], Y[31:16], CARRY_OUT, G[1], P[1], SUM[31:16]); 
GP GP0 (G, P, CARRY_IN, G_OUT, P_OUT, CARRY_OUT); 
endmodule
`timescale 1ns / 1ps
module CLA_4(
    input [3:0] X,
    input [3:0] Y,
    input CARRY_IN,
    output G_OUT,
    output P_OUT,
    output [3:0] SUM
); 
wire [1:0] G, P; 
wire CARRY_OUT; 
CLA_2 a0 (X[1:0], Y[1:0], CARRY_IN, G[0], P[0], SUM[1:0]); 
CLA_2 a1 (X[3:2], Y[3:2], CARRY_OUT, G[1], P[1], SUM[3:2]); 
GP GP0 (G, P, CARRY_IN, G_OUT, P_OUT, CARRY_OUT); 
endmodule
`timescale 1ns / 1ps
module CLA_8(
    input [7:0] X,
    input [7:0] Y,
    input CARRY_IN,
    output G_OUT,
    output P_OUT,
    output [7:0] SUM
); 
wire [1:0] G, P; 
wire CARRY_OUT; 
CLA_4 a0 (X[3:0], Y[3:0], CARRY_IN, G[0], P[0], SUM[3:0]); 
CLA_4 a1 (X[7:4], Y[7:4], CARRY_OUT, G[1], P[1], SUM[7:4]); 
GP GP0 (G, P, CARRY_IN, G_OUT, P_OUT, CARRY_OUT); 
endmodule
module GP (
    input [1:0] G,
    input [1:0] P,
    input CARRY_IN,
    output G_OUT,
    output P_OUT,
    output CARRY_OUT
    ); 
    assign G_OUT = G[1] | P[1] & G[0]; 
    assign P_OUT = P[1] & P[0]; 
    assign CARRY_OUT = G[0] | P[0] & CARRY_IN; 
endmodule
```
**flow/run.sh**
```bash
#!/bin/bash
# OpenROAD 26Q1-2900-gdf79404cd8, Yosys 0.63+post, stock flow scripts
make -C /OpenROAD-flow-scripts/flow DESIGN_CONFIG=/design/flow/config.mk WORK_HOME=/design/flow/orfs finish
```
==> results.json <==
{
  "status": "finished, final reports clean",
  "std_cell_rows": 29,
  "topCombFamilyByArea": "adder cells",
  "die_w_um": 100,
  "drt_wl_total_mm": 4.694,
  "ir_worst_vdd_mv": 0.02864,
  "finalCriticalPeriod_ns": 7.000,
  "fmax_ghz": 0.1429,
  "logic_area_um2": 1643,
  "dp_wirelength_mm": 4.553,
  "stdcell_area_um2": 3063,
  "post_dp_cell_area_um2": 3063,
  "antennaDiodeCount": 0,
  "syn_inst": 281,
  "chip_area_um2": 10000,
  "num_io_pins": 97,
  "cts.hold.buffers_added": 0,
  "post_synth_most_frequent_cells": "inv_1 (93), ha_1 (60), buf_4 (32)",
  "slew_viol_final": 0,
  "gpl.final_weighted_congestion": 0.7705,
  "arrival_time_of_data_at_the_critical_path_endpoint_ns": 5.16,
  "tool_warnings": 77,
  "synth_simple_gate_area_share_pct": 7.946,
  "iter_0_drt_violations": 45,
  "post-synth-top-area-cell": "ha_1",
  "final_global_route_overflow_total": 0,
  "synth_top_area_share_pct": 33.58,
  "fp-utilization_pct": 35.62,
  "cp_num_buf_inv": 3,
  "cpMaxStageDelayCell": "nor4_1",
  "post_route_cells_drive_above_1_share_pct": 2.312,
  "critical_path.top_delay_family": "buffers and inverters",
  "total_leakage_power_nw": 1.610,
  "rsz_0062_raised_after_global_routing": "no",
  "relSlewSlack_pct": 57.91,
  "yosysCellCount": 281,
  "post-layout-total-power_uw": 175.7,
  "grt_antenna_before_repair": 0,
  "cts_resized": 0,
  "floorplan.core_area_um2": 6277,
  "timing.final.setup_violations": 0,
  "synth_top_cell_by_count": "inv_1",
  "part_of_the_yosys_area_used_for_sequential_elements_pct": 0,
  "final_hold_viol_count": 0,
  "critPathMaxStageDelay_ns": 0.57,
  "cp.required_ns": 7.36,
  "aoi_share_pct": 10.97,
  "syn_to_final_growth_pct": 36.99,
  "grt_pass1_vias": 1751,
  "detail-route-antenna-nets": 0,
  "critical-path-top-cell-by-count": "clkdlybuf4s50_1",
  "post_synth_main_area_contributors": "ha_1 (34%), inv_1 (16%), fa_1 (14%)",
  "drc": 0,
  "buffer_ports.inserted": 97,
  "synth-warning-count": 0,
  "grt_max_degree": 5,
  "crit_fanout": 3,
  "crit_chain": "clkdlybuf4s50_1 -> inv_1 -> ha_1 -> nor4_1 -> a2111oi_2 -> o41ai_1 -> a41oi_1 -> a21o_1 -> fa_1 -> xor2_1 -> xnor2_1 -> clkdlybuf4s50_1",
  "clock_buffer_cells": 0,
  "global_route.usage.total_pct": 9.468,
  "yosys.cell_types.count": 33,
  "synth.mux.area_fraction_pct": 0,
  "synth-adder-area-share_pct": 47.90,
  "routedWlPerCell_um": 11.10,
  "setup-tns-final_ns": 0,
  "final.fill_count": 612,
  "critical_path_class": "primary input to primary output",
  "drt-pass1-iter-count": 4,
  "grt_first_pass_wirelength_mm": 8.128,
  "worst_setup_path_start_kind": "primary input",
  "timing.hold.worst.class": "primary input to primary output",
  "maxCapViolCount": 0,
  "via_to_cell_ratio": 4.069,
  "layout.area.seq_um2": 0,
  "finalCritPeriodShare_pct": 76.09,
  "synthesis.area_per_instance_um2": 7.957,
  "synth-area-yosys_um2": 2236,
  "worst-slew-pin-transition_ns": 0.6256,
  "cellPowerDensity_nw_per_um2": 57.35,
  "xor_area_share_pct": 6.659,
  "num_vias": 1721,
  "die_h_um": 100,
  "type_of_destination_of_the_critical_path": "primary output",
  "synth.cell_area_um2": 2236,
  "post_cts.repair.setup_buffers": 0,
  "numSequentialCells": 0
}
[layout make-up]
cell class | instances | area share, %
Multi-Input combinational cell | 155 | 53.64
Timing Repair Buffer | 97 | 31.70
Inverter | 94 | 11.52
Tap cell | 77 | 3.145
[metrics by stage]
stage,std cells,setup WS [ns],hold WS (ns),utilization [%]
final,423,2.200,4.624,48.79
after global routing,423,1.858,4.681,48.79
after CTS,423,2.170,4.631,48.79
after detailed placement,423,2.173,4.630,48.79
after global placement,423,2.218,4.622,48.79
after floorplan,281,3.368,3.836,-
[layer usage]
metal	GRT usage, %	wire length, um
met5	0	0
met4	0	0
met3	2.568	395
met2	16.48	2281
met1	12.24	2017
[final timing paths]
path / cells after the start / slack, ns / end / from
max: 12 / 2.20 / SUM[31] / X[20]
min: 3 / 4.62 / SUM[31] / Y[31]
[kinds of logic (layout without fill, tap and decap cells)]
| kind of cell | Yosys count | in the layout |
|---|---|---|
| AND-OR/OR-AND | 35 | 35 |
| XOR/XNOR | 17 | 17 |
| adder cells (fa/ha/maj) | 76 | 76 |
| buffers and inverters | 126 | 191 |
| AND/OR/NAND/NOR | 27 | 27 |
[layout by cell type, fill, tap and decap left out, types with 2 or more instances in the layout]
cell | netlist | final
clkdlybuf4s50_1 | 0 | 97
inv_1 | 93 | 93
ha_1 | 60 | 60
a21oi_1 | 16 | 16
fa_1 | 16 | 16
xnor2_1 | 12 | 12
nor2_1 | 8 | 8
xor2_1 | 5 | 5
o31ai_1 | 3 | 3
nor2b_1 | 3 | 3
a21o_1 | 3 | 3
o31a_1 | 3 | 3
nor4_1 | 2 | 2
nor4_4 | 2 | 2
nor3b_1 | 2 | 2
nor3_1 | 2 | 2
nand3_1 | 2 | 2
o21bai_1 | 2 | 2
[power by group]
group	total (mW)	internal [mW]	switching, mW
combinational	0.176	0.115	0.0611
clock	0	0	0
sequential	0	0	0
total	0.176	0.115	0.0611
